==> /design/flow/design.v <==
module cmp1(
    input   wire        a,
    input   wire        b,
    input   wire        fi_big,
    input   wire        fi_equal,
    input   wire        fi_small,
    output      reg         fo_big,
    output      reg         fo_equal,
    output      reg         fo_small
);
    always@(*) begin
        if(fi_big == 1'b1)begin
                fo_big  = 1'b1;
                fo_equal    = 1'b0;
                fo_small = 1'b0;
            end
        else if(fi_equal == 1'b1)begin
                fo_big  = a&~b | fi_big;
                fo_equal = (~a&~b) | (a&b);
                fo_small = ~a&b;   
            end
        else if(fi_small == 1'b1)begin
                fo_big  = 1'b0;
                fo_equal    = 1'b0;
                fo_small = 1'b1;
            end
        else
            begin
                fo_big  = 1'b0;
                fo_equal    = 1'b1;
                fo_small = 1'b0;
            end
    end
endmodule
module cmp16(
    input   wire    [15:0]  a,
    input   wire    [15:0]  b,
    input   wire                fi_big,
    input   wire                fi_equal,
    input   wire                fi_small,
    output      wire                fo_big,
    output      wire                fo_equal,
    output      wire                fo_small
);
    wire         fo_big_temp;
    wire         fo_equal_temp;
    wire         fo_small_temp;
        cmp8    cmp8_inst1(
            .a              (a[15:8]),
            .b              (b[15:8]),
            .fi_big     (fi_big),  
            .fi_equal   (fi_equal),
            .fi_small   (fi_small),
            .fo_big     (fo_big_temp), 
            .fo_equal   (fo_equal_temp),   
            .fo_small   (fo_small_temp)
        );
        cmp8    cmp8_inst2(
            .a              (a[7:0]),
            .b              (b[7:0]),
            .fi_big     (fo_big_temp), 
            .fi_equal   (fo_equal_temp),   
            .fi_small   (fo_small_temp),
            .fo_big     (fo_big),  
            .fo_equal   (fo_equal),
            .fo_small   (fo_small)
        ); 
endmodule
module cmp2(
    input   wire    [1:0]   a,
    input   wire    [1:0]   b,
    input   wire                fi_big,
    input   wire                fi_equal,
    input   wire                fi_small,
    output      wire                fo_big,
    output      wire                fo_equal,
    output      wire                fo_small
);
    wire         fo_big_temp;
    wire         fo_equal_temp;
    wire         fo_small_temp;
        cmp1    cmp1_inst1(
            .a              (a[1]),
            .b              (b[1]),
            .fi_big     (fi_big),  
            .fi_equal   (fi_equal),
            .fi_small   (fi_small),
            .fo_big     (fo_big_temp), 
            .fo_equal   (fo_equal_temp),   
            .fo_small   (fo_small_temp)
        );
        cmp1    cmp1_inst2(
            .a              (a[0]),
            .b              (b[0]),
            .fi_big     (fo_big_temp), 
            .fi_equal   (fo_equal_temp),   
            .fi_small   (fo_small_temp),
            .fo_big     (fo_big),  
            .fo_equal   (fo_equal),
            .fo_small   (fo_small)
        ); 
endmodule
module cmp4(
    input   wire    [3:0]   a,
    input   wire    [3:0]   b,
    input   wire                fi_big,
    input   wire                fi_equal,
    input   wire                fi_small,
    output      wire                fo_big,
    output      wire                fo_equal,
    output      wire                fo_small
);
    wire         fo_big_temp;
    wire         fo_equal_temp;
    wire         fo_small_temp;
        cmp2    cmp2_inst1(
            .a              (a[3:2]),
            .b              (b[3:2]),
            .fi_big     (fi_big),  
            .fi_equal   (fi_equal),
            .fi_small   (fi_small),
            .fo_big     (fo_big_temp), 
            .fo_equal   (fo_equal_temp),   
            .fo_small   (fo_small_temp)
        );
        cmp2    cmp2_inst2(
            .a              (a[1:0]),
            .b              (b[1:0]),
            .fi_big     (fo_big_temp), 
            .fi_equal   (fo_equal_temp),   
            .fi_small   (fo_small_temp),
            .fo_big     (fo_big),  
            .fo_equal   (fo_equal),
            .fo_small   (fo_small)
        ); 
endmodule
module cmp8(
    input   wire    [7:0]   a,
    input   wire    [7:0]   b,
    input   wire                fi_big,
    input   wire                fi_equal,
    input   wire                fi_small,
    output      wire                fo_big,
    output      wire                fo_equal,
    output      wire                fo_small
);
    wire         fo_big_temp;
    wire         fo_equal_temp;
    wire         fo_small_temp;
        cmp4    cmp4_inst1(
            .a              (a[7:4]),
            .b              (b[7:4]),
            .fi_big     (fi_big),  
            .fi_equal   (fi_equal),
            .fi_small   (fi_small),
            .fo_big     (fo_big_temp), 
            .fo_equal   (fo_equal_temp),   
            .fo_small   (fo_small_temp)
        );
        cmp4    cmp4_inst2(
            .a              (a[3:0]),
            .b              (b[3:0]),
            .fi_big     (fo_big_temp), 
            .fi_equal   (fo_equal_temp),   
            .fi_small   (fo_small_temp),
            .fo_big     (fo_big),  
            .fo_equal   (fo_equal),
            .fo_small   (fo_small)
        ); 
endmodule
==> /design/flow/run.sh <==
#!/bin/bash
# OpenROAD 26Q1-2900-gdf79404cd8, Yosys 0.63+post, stock flow scripts
make -C /OpenROAD-flow-scripts/flow DESIGN_CONFIG=/design/flow/config.mk WORK_HOME=/design/flow/orfs finish
==> /design/flow/config.mk <==
export PLATFORM = sky130hd
export DESIGN_NAME = cmp16
export DESIGN_NICKNAME = cmp16
export VERILOG_FILES = /design/flow/design.v
export SDC_FILE = /design/flow/constraint.sdc
export NUM_CORES = 4
export LEC_CHECK = 1
export CORE_AREA = 10 10 76 76
export DIE_AREA = 0 0 86 86
==> /design/flow/constraint.sdc <==
current_design cmp16

set clk_period 11.0
set clk_io_pct 0.2

create_clock -name clk0 -period $clk_period

set non_clock_inputs [all_inputs -no_clocks]
set_input_delay [expr $clk_period * $clk_io_pct] -clock clk0 $non_clock_inputs
set_output_delay [expr $clk_period * $clk_io_pct] -clock clk0 [all_outputs]
==> results.yml <==
# flow metrics
timing:
  slew_viol_final: 0
  finalHoldViolCount: 0
  fin_tns_setup_ns: 0
  fin_crit_ns: 9.71
  period_used_pct: 88.3
  setup_viol: 0
  hold_ws_ns: 5.54
  grt_setup_unrepaired: "false"
  tightest_slew_ns: 0.522
  maxSlewHeadroom_pct: 65.1
  clock.fmax_mhz: 103
logic_synthesis:
  synth_area_per_cell_um2: 7.53
  ys_warn_count: 1
  yosysChipArea_um2: 1400
  syn_area_um2: 1400
  syn_inst: 186
  synth_cell_types: 56
  top_area_share_pct: 28.6
  topCellsByArea: "ha_1, inv_1, a21o_1, a21oi_1, nor2_1"
  seq_area_frac_synth_pct: 0
  ys_cells: 186
  synth.largest_area_cell: "ha_1"
min_path:
  hold_class: "in -> out"
  hp-start: "b[0]"
  hold_depth: 5
  hold_path_end: "fo_small"
placement:
  dp_hpwl_um: 2770
  io_buffer_count: 38
  gp_congestion: 0.844
die:
  core_um2: 4120
  chip_area_um2: 7400
  num_io_pins: 38
  fp_util_pct: 34.1
  fp.dieH_um: 86
  rows: 23
  die-width_um: 86
power_and_ir_drop:
  peakVddDrop_v: 0.0000151
  power_density_nw_per_um2: 39.4
  power.leakage_uw: 0.000899
setup_path:
  worst_setup_path_end_kind: "output pin"
  critPathMaxStageDelay_ns: 0.57
  slowest_stage: "or4b_1"
  cp_max_fo: 6
  arrival_ns: 7.51
  required_ns: 8.80
  startpoint_type: "input port"
  critPathKind: "in -> out"
  cp_cell_sequence: "clkdlybuf4s50_1, inv_1, ha_1, or4b_1, nand3_1, mux2_2, or4_1, o211ai_1, a311o_1, o211ai_2, a21boi_2, o311ai_1, a21oi_1, a221o_1, or4b_1, a211oi_2, clkdlybuf4s50_1"
finish:
  layout-drive-gt1-share_pct: 7.66
  n_clock_buffer: 0
  synthToLayoutAreaGrowth_pct: 30.7
  mostFrequentLayoutCells: "inv_1, clkdlybuf4s50_1, ha_1, nor2_1, a21oi_1"
  flops: 0
  lay_top_count: "inv_1"
  regArea_um2: 0
global_route:
  antenna_found_initial: 0
  grt_usage_pct: 7.90
  grt_remaining_overflow: 0
  grt_pass1_vias: 1241
  grt_max_degree: 12
  grt_pass1_wl_um: 5260
flow_run:
  warnings: 48
  maxCapViolCount: 0
drt:
  routed_wirelength_um: 3070
  first_iter_violations: 58
  wl_per_cell_um: 11.3
  drt.antenna.violating_nets: 0
  drc: 0
  viasPerCell: 4.96
  first_pass_iters: 4
  vias: 1350
  antenna_cells: 0
clock_tree:
  cts_resized: 0
  post_cts_buffers: 0
  hold_buffers: 0
status:
  status: "complete, no violations"
power breakdown:
group | total, µW | internal (µW) | switching, µW
Combinational | 72.1 | 36.3 | 35.9
Clock | 0 | 0 | 0
Sequential | 0 | 0 | 0
area by class of cell:
type                            count  area [µm²]
Timing Repair Buffer               38         380
Fill cell                         428        2280
Inverter                           42         158
Multi-Input combinational cell    142        1230
Tap cell                           50        62.6
worst max-delay path, delay by kind of cell:
kind                       cells  cell delay [ns]
and+or+nand+nor                4             1.63
muxes                          1             0.37
adders and majority gates      1             0.36
AOI/OAI and AO/OA              8             1.94
buffers and inverters          3             1.02
cells in the mapped netlist (3+ instances only):
cell type,instances
nor3_1,6
inv_1,42
ha_1,32
nor2_1,12
a211oi_1,4
o21ai_0,3
o211ai_1,3
a21oi_1,9
a311oi_1,3
nand2_1,6
a21o_1,8
routing by layer:
layer | track usage [%] | part of all wire (%) | vias to the layer above | routed length [µm]
li1 | - | - | 753 | -
met1 | 12.0 | 53 | 569 | 1620
met2 | 12.0 | 41 | 28 | 1270
met3 | 1.33 | 6.0 | 0 | 184
met4 | 0 | 0 | 0 | 0
met5 | 0 | 0 | - | 0
worst max-delay path by stage:
| stage | start | endpoint | depth (start not counted) |
|---|---|---|---|
| CTS | a[15] | fo_equal | 17 |
| global route | a[15] | fo_equal | 17 |
| finish | a[15] | fo_equal | 17 |
metrics by stage:
step                      instances  power [µW]  util (%)  setup slack [ns]  area [µm²]
after global routing            272        81.6      44.5              1.01        1830
after CTS                       272        72.7      44.5              1.29        1830
after detailed placement        272        72.2      44.5              1.29        1830
after floorplan                 186        48.4         -              2.55        1400
final                           272        72.1      44.5              1.29        1830
after global placement          272        72.5      44.5              1.36        1830
logic make-up after synthesis:
kind of cell / Yosys count / synth area share [%]
muxes: 3 / 2.23
adders and majority gates: 32 / 28.6
buffers and inverters: 44 / 12.1
AOI/OAI and AO/OA: 55 / 33.1
and+or+nand+nor: 52 / 23.9
Power and IR drop assume default switching activity.
