==> design/flow/design.v <==
module breath_led_v1(clk, rst_n, led);
  input       clk;
  input       rst_n;
  output      led;
  reg [6:0] cnt_2us;
  reg [9:0] cnt_2ms;
  reg [9:0] cnt_2s;
  always @ (posedge clk, negedge rst_n)
  begin
    if(rst_n == 1'b0)
      cnt_2us <= 7'd0;
    else if(cnt_2us == 7'd99)
      cnt_2us <= 7'd0;
    else
      cnt_2us <= cnt_2us + 1'b1;
  end
  always @ (posedge clk, negedge rst_n)
  begin
    if(rst_n == 1'b0)
      cnt_2ms <= 10'd0;
    else if(cnt_2us == 99)
      begin
        if(cnt_2ms == 999)
          cnt_2ms <= 10'd0;
        else
          cnt_2ms <= cnt_2ms + 1'b1;
      end
    else
      cnt_2ms <= cnt_2ms;
  end
  reg change;
  always @ (posedge clk, negedge rst_n)
  begin
    if(rst_n == 1'b0)
      begin
        cnt_2s <= 10'd0;
        change <= 1'b0;
      end
    else if(cnt_2us == 99 && cnt_2ms == 999)
      begin
        if(cnt_2s == 999)
          begin
            cnt_2s <= 10'd0;
            change <= 1'b1;
          end
        else
          begin
            cnt_2s <= cnt_2s + 1'b1;
            change <= 1'b0;
          end
      end
    else
      begin
        cnt_2s <= cnt_2s;
        change <= 1'b0;
      end
  end
  wire led_n;
  reg flag;
  assign led_n = (cnt_2ms <= cnt_2s) ? 1'b1 : 1'b0;
  always @ (posedge clk, negedge rst_n)
  begin
    if(rst_n == 1'b0)
      flag <= 0;
    else if(change)
      flag <= ~flag;
    else
      flag <= flag;
  end
  assign led = (flag) ? led_n : ~led_n;
endmodule
==> design/flow/run.sh <==
#!/bin/bash
# OpenROAD 26Q1-2900-gdf79404cd8, Yosys 0.63+post, stock flow scripts
make -C /OpenROAD-flow-scripts/flow DESIGN_CONFIG=/design/flow/config.mk WORK_HOME=/design/flow/orfs finish
==> design/flow/config.mk <==
export PLATFORM = sky130hd
export DESIGN_NAME = breath_led_v1
export DESIGN_NICKNAME = breath_led_v1
export VERILOG_FILES = /design/flow/design.v
export SDC_FILE = /design/flow/constraint.sdc
export NUM_CORES = 4
export LEC_CHECK = 1
export CORE_UTILIZATION = 30
==> design/flow/constraint.sdc <==
current_design breath_led_v1

set clk_period 4.5
set clk_io_pct 0.2

create_clock -name clk0 -period $clk_period [get_ports {clk}]

set non_clock_inputs [all_inputs -no_clocks]
set_input_delay [expr $clk_period * $clk_io_pct] -clock clk0 $non_clock_inputs
set_output_delay [expr $clk_period * $clk_io_pct] -clock clk0 [all_outputs]
==> results_dict.tcl <==
# yosys + openroad results
set metrics [dict create \
    grt_pass1_vias 1345 \
    num_vias 1429 \
    final-setup-viol-count 0 \
    antenna_left 0 \
    diodes 0 \
    post-dp-hpwl_mm 2.63 \
    ys_seq_frac 0.415 \
    fill_cells 571 \
    fp.dieW_um 78.4 \
    grt_pass1_wl_mm 6.82 \
    syn_inst 195 \
    path_max_fanout 8 \
    top_area_cell "dfrtp_1" \
    top_area_frac 0.415 \
    finalCritPeriodShare 0.738 \
    critPathKind "register to primary output" \
    clock_sinks 29 \
    cp-start-kind "register" \
    cp.required_ns 3.60 \
    tightest_slew_ns 0.620 \
    slew_headroom 0.585 \
    postLayoutCellArea_um2 1930 \
    fp-row-count 27 \
    drt_iter0_markers 74 \
    hold_ws_ns 0.441 \
    worstSkewPairLatency_ns 0.28 \
    yosysWarnings 1 \
    yosys_area_um2 1750 \
    cp-end-kind "primary output" \
    drive_above_1_share 0.0657 \
    drt-vias-per-instance 5.29 \
    hold_buffers 0 \
    ys.flops 29 \
    portBuffers 2 \
    h-tree-depth 2 \
    fin_tns_setup_ns 0 \
    critPathArrivalTime_ns 2.42 \
    placed_area_um2 1840 \
    core-area_um2 5570 \
    synthTopCellsByArea "dfrtp_1 41%, ha_1 9.3%, nand4_1 5.0%" \
    track_usage 0.144 \
    hold_viol 0 \
    warnings 25 \
    status "finished clean" \
    synth_cell_types 33 \
    boundaryPins 3 \
    clockBufferDepth 2 \
    wl_per_cell_um 14.2 \
    max_freq_mhz 301 \
    die-area_um2 6140 \
    cts_inserted_buffers 5 \
    drt_first_pass_iters 4 \
    drcViolationCount 0 \
    dp_cells 263 \
    cts_resized 0 \
    antenna_found_initial 0 \
    fp_util 0.314 \
    cts.clk_slew.worst_paths_ns 0.06 \
    grt_max_degree 30 \
    maxCapViolCount 0 \
    dieHeight_um 78.4 \
    layout_min_cycle_time_ns 3.32 \
    rsz0062_at_grt "false" \
    p_leak_nw 0.794 \
    place_congestion 0.878 \
    instances_no_fill 270 \
    cts_tree "done" \
    mi_logic_area_um2 943 \
    postCtsSetupBuffers 0 \
    power_density_nw_per_um2 250 \
    syn_avg_cell_area_um2 8.97 \
    syn_area_um2 1750 \
    ys_cells 195 \
    cts_root_buffer "clkbuf_8" \
    min_path_type "register to register" \
    vdd_drop_max_v 0.000156 \
    area_growth_pct 10.3 \
    fin_skew_ns 0.00475 \
    wl_mm 3.83 \
    gr-total-overflow 0 \
    regArea_um2 726 \
    slew_viol_final 0 \
]
layout make-up:
cell class                      instances  area share
Timing Repair Buffer                    4      0.0182
Inverter                               13      0.0253
Sequential cell                        29       0.376
Tap cell                               72      0.0467
Clock buffer                            7      0.0447
Multi-Input combinational cell        145       0.489
where the power goes:
group          switching, mW  internal, mW  total, mW
clock                 0.0937         0.121      0.215
combinational        0.00514       0.00133    0.00646
sequential                 0         0.261      0.261
total                 0.0988         0.383      0.482
logic make-up after synthesis:
kind of cell / count (synthesis) / synth area share
multiplexers: 2 / 0.0114
XOR/XNOR: 12 / 0.0601
buffers and inverters: 21 / 0.0458
AND/OR/NAND/NOR: 85 / 0.258
flip-flops: 29 / 0.415
AND-OR/OR-AND: 33 / 0.117
adder cells (fa/ha/maj): 13 / 0.0930
routing by layer:
layer / up-vias / global-route usage / wire length (um)
li1: 715 / - / -
met1: 680 / 0.235 / 1950
met5: - / 0 / 0
met2: 26 / 0.208 / 1650
met4: 0 / 0.0204 / 63
met3: 8 / 0.0260 / 164
sequential cells by signal, summed over array words and instances (netlist names):
register  count
cnt_2ms      10
cnt_2s       10
cnt_2us       7
change        1
flag          1
cells in the mapped netlist (all sizes together):
| cell | number |
|---|---|
| clkbuf | 7 |
| o221ai | 1 |
| buf | 1 |
| and3 | 3 |
| nand2 | 17 |
| a31oi | 2 |
| a21o | 1 |
| nor3 | 5 |
| or3 | 6 |
| nand4 | 14 |
| and4 | 3 |
| mux2i | 2 |
| and2 | 1 |
| o211a | 1 |
| xnor2 | 9 |
| a31o | 1 |
| nand2b | 1 |
| nor4 | 4 |
| inv | 13 |
| a2111oi | 1 |
| a211oi | 6 |
| a211o | 1 |
| or4 | 1 |
| o21ai | 13 |
| a21oi | 6 |
| ha | 13 |
| xor2 | 3 |
| nor2b | 2 |
| nor2 | 12 |
| or2 | 2 |
| nand3 | 14 |
| dfrtp | 29 |
path summary, 6_finish.rpt:
kind | start | endpoint | slack [ns] | cells past startpoint
worst max-delay path | cnt_2s[3] | led | 1.18 | 7
worst max register to register | cnt_2ms[1] | cnt_2s[1] | 2.41 | 4
worst min register to register | change | flag | 0.44 | 1
worst min-delay path | change | flag | 0.44 | 1
max in group asynchronous | rst_n | cnt_2s[6] | 3.20 | 2
min in group asynchronous | rst_n | cnt_2us[6] | 1.01 | 2
worst max-delay path, cell delays in order, from the launching register on:
cell	delay, ns
dfrtp_1	0.48
inv_1	0.11
ha_1	0.30
a21oi_1	0.12
o21ai_0	0.13
a2111oi_0	0.42
o221ai_1	0.16
clkdlybuf4s50_1	0.42
stage by stage:
| step | power (mW) | setup slack (ns) | util |
|---|---|---|---|
| after floorplan | 0.266 | 2.06 | - |
| after global placement | 0.273 | 1.50 | 0.331 |
| after detailed placement | 0.273 | 1.48 | 0.331 |
| after CTS | 0.490 | 1.17 | 0.346 |
| after global routing | 0.505 | 0.963 | 0.346 |
| final | 0.482 | 1.18 | 0.346 |
layout by cell type, fill, tap and decap left out, types with 2 or more instances in the layout:
| master | Yosys | routed |
|---|---|---|
| dfrtp_1 | 29 | 29 |
| nand2_1 | 17 | 17 |
| nand3_1 | 14 | 14 |
| nand4_1 | 14 | 14 |
| inv_1 | 13 | 13 |
| o21ai_0 | 13 | 13 |
| ha_1 | 13 | 13 |
| nor2_1 | 11 | 11 |
| xnor2_1 | 9 | 9 |
| or3_1 | 6 | 6 |
| a21oi_1 | 6 | 6 |
| a211oi_1 | 6 | 6 |
| clkbuf_8 | 0 | 6 |
| nor3_1 | 5 | 5 |
| nor4_1 | 4 | 4 |
| and3_1 | 3 | 3 |
| xor2_1 | 3 | 3 |
| and4_1 | 3 | 3 |
| or2_2 | 2 | 2 |
| nor2b_1 | 2 | 2 |
| a31oi_1 | 2 | 2 |
| mux2i_1 | 2 | 2 |
| clkdlybuf4s50_1 | 0 | 2 |
| buf_4 | 0 | 2 |
Power is estimated from default activity; no workload was simulated.
